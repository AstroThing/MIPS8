`/design/flow/design.v`:
```
`timescale 1ns / 1ps
module ALU(
	input [7:0] op1,
	input [7:0] op2,
	input [2:0] func,
	output reg [7:0] result,
	output reg zero,
	output reg sign,
	output reg ovf
	);
	parameter ADD = 3'd1;
	parameter SUB = 3'd2;
	parameter AND = 3'd3;
	parameter OR = 3'd4;
	parameter XOR = 3'd5;
	always @ (op1 or op2 or func or result)
	begin
		case(func)
			ADD: result = op1 + op2;
			SUB: result = op1 - op2;
			AND: result = op1 & op2;
			OR: result = op1 | op2;
			XOR: result = op1 ^ op2;
			default: result = 8'h0;
		endcase
		zero = !(|result);
		sign = result >> 7;
		if(func == ADD)
			ovf = (op1 >= 0 && op2 >= 0 && result < 0) || (op1 < 0 && op2 < 0 && result >= 0);
		else if(func == SUB)
			ovf = (op1 >= 0 && op2 < 0 && result < 0) || (op1 < 0 && op2 >= 0 && result >= 0);
		else
			ovf = 0;
	end
endmodule
`timescale 1ns / 1ps
module CPU(
    input clk,
	 input [1:0] debug_rf_addr,
	 input [3:0] debug_dm_addr,
	 input start,
	 output wire stopped,
	 output [7:0] debug_rf_data,
	 output [7:0] debug_dm_data
    );
reg [7:0] PC = 0;
wire [15:0] instr;
wire [1:0] read_addr1;
wire [7:0] read_data1;
wire [7:0] read_data2;
wire [7:0] write_data;
wire [7:0] op2;
wire [7:0] result;
wire zero;
wire sign;
wire ovf;
wire [3:0] dm_addr;
wire [7:0] dm_read_data;
wire reg_write;
wire is_move;
wire is_mem_access;
wire is_li;
wire is_imm;
wire [2:0] alu_func;
wire flags_write;
wire dm_write;
wire is_jz;
wire is_jnz;
wire is_jl;
wire is_jg;
wire is_jump;
wire zf;
wire sf;
wire of;
wire pc_enabled;
ControlUnit CU(instr[15:11], reg_write, is_move, is_mem_access, is_li, is_imm, alu_func, flags_write, dm_write, is_jz, is_jnz, is_jl, is_jg, is_jump);
InstructionMemory IM(PC, instr);
RegisterFile RF(clk, reg_write, read_addr1, instr[8:7], instr[10:9], write_data, read_data1, read_data2);
ALU ALU(read_data1, op2, alu_func, result, zero, sign, ovf);
DataMemory DM(clk, dm_write, dm_addr, read_data1, dm_read_data);
Flags flags(flags_write, zero, sign, ovf, zf, sf, of);
DebugUnit DU(clk, start, instr[15:11], pc_enabled, stopped);
assign write_data = is_mem_access ? dm_read_data : (is_move ? read_data2 : (is_li ? instr[8:1] : result));
assign op2 = is_imm ? instr[8:1] : read_data2;
wire jz_and = zf & is_jz;
wire jnz_and = ~zf & is_jnz;
wire jl_and = (sf ^ of) & is_jl;
wire jg_and = ~(sf ^ of) & ~zf & is_jg;
wire flags_result = jz_and | jnz_and | jl_and | jg_and | is_jump;
assign read_addr1 = pc_enabled ? instr[10:9] : debug_rf_addr;
assign debug_rf_data = read_data1;
assign dm_addr = pc_enabled ? read_data2[3:0] : debug_dm_addr;
assign debug_dm_data = dm_read_data;
always @ (posedge clk)
begin
		PC <= !start ? (pc_enabled ? (flags_result ? instr[10:3] : (PC + 1)) : PC) : 0;
end
endmodule
`timescale 1ns / 1ps
module ControlUnit(
	input [4:0] opcode,
	output reg reg_write,
	output reg is_move,
	output reg is_mem_access,
	output reg is_li,
	output reg is_imm,
	output reg [2:0] alu_func,
	output reg flags_write,
	output reg dm_write,
	output reg is_jz,
	output reg is_jnz,
	output reg is_jl,
	output reg is_jg,
	output reg is_jump
	);
	parameter
		NOP = 5'd0,
		ADD = 5'd1,
		SUB = 5'd2,
		OR = 5'd3,
		AND = 5'd4,
		XOR = 5'd5,
		MOV = 5'd6,
		LW = 5'd7,
		SW = 5'd8,
		LI = 5'd9,
		ADDI = 5'd10,
		SUBI = 5'd11,
		CMP = 5'd12,
		JZ = 5'd13,
		JNZ = 5'd14,
		JG = 5'd15,
		JL = 5'd16,
		JUMP = 5'd17;
	always @ (opcode)
	begin
	  reg_write = 0;
	  is_move = 0;
	  is_mem_access = 0;
	  is_li = 0;
	  is_imm = 0;
	  alu_func = 3'd0;
	  flags_write = 0;
	  dm_write = 0;
	  is_jz = 0;
	  is_jnz = 0;
	  is_jl = 0;
	  is_jg = 0;
	  is_jump = 0;
	  case(opcode)
		 ADD:
		 begin
			reg_write = 1;
			flags_write = 1;
			alu_func = 3'd1;
		 end
		 SUB:
		 begin
			reg_write = 1;
			flags_write = 1;
			alu_func = 3'd2;
		 end
		 OR:
		 begin
			reg_write = 1;
			flags_write = 1;
			alu_func = 3'd4;
		 end
		 AND:
		 begin
			reg_write = 1;
			flags_write = 1;
			alu_func = 3'd3;
		 end
		 XOR:
		 begin
			reg_write = 1;
			flags_write = 1;
			alu_func = 3'd5;
		 end
		 MOV:
		 begin
			reg_write = 1;
			is_move = 1;
		 end
		 LW:
		 begin
			reg_write = 1;
			is_mem_access = 1;
		 end
		 SW:
			dm_write = 1;
		 LI:
		 begin
			reg_write = 1;
			is_li = 1;
		 end
		 ADDI:
		 begin
			reg_write = 1;
			is_imm = 1;
			flags_write = 1;
			alu_func = 3'd1;
		 end
		 SUBI:
		 begin
			reg_write = 1;
			is_imm = 1;
			flags_write = 1;
			alu_func = 3'd2;
		 end
		 CMP:
		 begin
			flags_write = 1;
			alu_func = 3'd2;
		 end
		 JZ:
			is_jz = 1;
		 JNZ:
			is_jnz = 1;
		 JG:
			is_jg = 1;
		 JL:
			is_jl = 1;
		 JUMP:
			is_jump = 1;
	  endcase
	  end
endmodule
`timescale 1ns / 1ps
module DataMemory(
	input clk,
	input dm_write,
	input [3:0] address,
	input [7:0] write_data,
	output [7:0] read_data
	);
	reg [7:0] return_data;
	reg [7:0] memory [0:15];
	assign read_data = return_data;
	always @ (posedge clk)
	if (dm_write)
		memory[address] <= write_data;
	else
		return_data <= memory[address];
endmodule
`timescale 1ns / 1ps
module DebugUnit(
	 input clk,
	 input start,
	 input [4:0] opcode,
	 output pc_enabled,
	 output stopped
    );
	 reg stop = 1;
	 assign pc_enabled = !stop;
	 assign stopped = stop;
	 always @ (posedge clk)
	 begin
		if(start)
			stop = 0;
		if(opcode == 5'b11111)
			stop = 1;
	 end
endmodule
`timescale 1ns / 1ps
module Flags(
    input flags_write,
	 input zero,
	 input sign,
	 input ovf,
	 output zf,
	 output sf,
	 output of
    );
	 reg [2:0] flags;
	 assign zf = flags[0];
	 assign sf = flags[1];
	 assign of = flags[2];
	 always @ (flags_write or zero or sign or ovf)
	 begin
		flags = flags;
		if(flags_write)
		begin
			flags[0] = zero;
			flags[1] = sign;
			flags[2] = ovf;
		end
	end
endmodule
module InstructionMemory(
    input [7:0] address,
    output reg [15:0] data
);
    always @ (address)
    begin
        case (address)
            8'h00: data = 16'h4A0A;
            8'h01: data = 16'h4E02;
            8'h02: data = 16'h4800;
            8'h03: data = 16'h6200;
            8'h04: data = 16'h68A8;
            8'h05: data = 16'h4802;
            8'h06: data = 16'h6200;
            8'h07: data = 16'h68A8;
            8'h08: data = 16'h4800;
            8'h09: data = 16'h4C00;
            8'h0A: data = 16'h4200;
            8'h0B: data = 16'h6200;
            8'h0C: data = 16'h7090;
            8'h0D: data = 16'h3700;
            8'h0E: data = 16'h4800;
            8'h0F: data = 16'h3A00;
            8'h10: data = 16'h5A02;
            8'h11: data = 16'h8810;
            8'h12: data = 16'h0D80;
            8'h13: data = 16'h5A02;
            8'h14: data = 16'h8858;
            8'h15: data = 16'hf800;
            default: data = 16'h0000;
        endcase
    end
endmodule
`timescale 1ns / 1ps
module Main(
    input clk,
	 input start,
	 input is_dm_access,
	 input [3:0] read_addr,
	 output stopped,
	 output stopped_led,
	 output reg [7:0] read_data
    );
	wire [1:0] debug_rf_addr = read_addr[1:0];
	wire [3:0] debug_dm_addr = read_addr;
	wire [7:0] debug_rf_data;
	wire [7:0] debug_dm_data;
	wire stopped_wire;
	assign stopped = stopped_wire;
	assign stopped_led = stopped_wire;
	CPU cpu(clk, debug_rf_addr, debug_dm_addr, start, stopped_wire, debug_rf_data, debug_dm_data);
	always @ (is_dm_access or read_addr or debug_dm_data or debug_rf_data)
	begin
		read_data = is_dm_access ? debug_dm_data : debug_rf_data;
	end
endmodule
`timescale 1ns / 1ps
module RegisterFile(
	input clk,
	input reg_write,
	input [1:0] read_addr1,
	input [1:0] read_addr2,
	input [1:0] write_addr,
	input [7:0] write_data,
	output [7:0] read_data1,
	output [7:0] read_data2
	);
	reg [7:0] registers [0:3];
	assign read_data1 = registers[read_addr1];
	assign read_data2 = registers[read_addr2];
	always @ (posedge clk)
	begin
		if(reg_write)
			registers[write_addr] <= write_data;
	end
endmodule
```
`/design/flow/run.sh`:
```
#!/bin/bash
# OpenROAD 26Q1-2900-gdf79404cd8, Yosys 0.63+post, stock flow scripts
make -C /OpenROAD-flow-scripts/flow DESIGN_CONFIG=/design/flow/config.mk WORK_HOME=/design/flow/orfs finish
```
`/design/flow/config.mk`:
```
export PLATFORM = sky130hd
export DESIGN_NAME = Main
export DESIGN_NICKNAME = Main
export VERILOG_FILES = /design/flow/design.v
export SDC_FILE = /design/flow/constraint.sdc
export NUM_CORES = 4
export LEC_CHECK = 1
export CORE_UTILIZATION = 30
```
`/design/flow/constraint.sdc`:
```
current_design Main

set clk_period 8.6
set clk_io_pct 0.2

create_clock -name clk0 -period $clk_period [get_ports {clk}]

set non_clock_inputs [all_inputs -no_clocks]
set_input_delay [expr $clk_period * $clk_io_pct] -clock clk0 $non_clock_inputs
set_output_delay [expr $clk_period * $clk_io_pct] -clock clk0 [all_outputs]
```
==> reports/results.tsv <==
stage	metric	value	unit
synth	EDFF count, synth	168	
place	placed inst area	0.0102	mm²
cts	Clock Latency Late Sink	440	ps
setup_path	Reg2Reg Depth	20	
min_path	Hold Crit Class	reg -> reg	
global_route	Total Routing Usage GR	15.7	%
synth	Synth Warn #	9	
setup_path	critical path data arrival time	4300	ps
setup_path	crit end category	output pin	
run	Max Cap Viol	0	
cts	CTS root buf	clkbuf_16	
synth	Mapped Area	0.00957	mm²
final_timing	endpoints failing hold	0	
die	die area	0.0326	mm²
die	Core Util at FP	30.4	%
cts	CTS Buf Count	17	
cts	post-CTS repair timing setup buffer count	0	
synth	count leader, synth	edfxtp_1	
synth	top cells by count	edfxtp_1 (168), nand2_1 (91), nor2_1 (57), o21ai_0 (37), mux4_2 (32)	
cts	post-cts sizing count	0	
min_path	hold path cells	1	
setup_path	crit path cell chain	clkdlybuf4s50_1 -> nand2_1 -> a21boi_2 -> buf_4 -> mux2_2 -> o21ai_0 -> o21ai_0 -> clkdlybuf4s50_1	
layout	post-route design area	0.0107	mm²
global_route	gr busiest metal	met2	
cts	CTS Hold Bufs	0	
die	Die H	181	µm
final_timing	count of unclocked register or latch pins	2	
cts	H-tree depth	4	
route	via/cell ratio	5.27	
synth	Async S/R FF share, synth	0	%
setup_path	kind of critical path	in -> out	
final_timing	final worst slack	2580	ps
layout	Final Non-Filler Cells	1189	
synth	cell type with the largest total area	edfxtp_1	
global_route	largest net degree at the start of global routing	37	
pwr	Pleak	3.69	nW
cts	Max Root-Sink Buffers	2	
route	ANT cells	0	
layout	synthesis-to-layout area growth	12.3	%
setup_path	critical path launch point type	input pin	
global_route	met2 global-route usage	23.6	%
synth	post-synth cell types	90	
setup_path	max incr delay on CP	500	ps
setup_path	Crit path depth	8	
setup_path	critical path's top delay family	buffers and inverters	
global_route	first-pass GRT wire length	37100	µm
synth	top cells, area	edfxtp_1 (53%), mux4_2 (7.5%), ha_1 (3.9%)	
die	row cnt	65	
die	IO Count	17	
final_timing	endpoints left unconstrained	2	
synth	ys cells	754	
setup_path	Worst Path Required	6880	ps
synth	ys flops	179	
setup_path	CP bufs+invs	3	
layout	Layout fillers	3008	
final_timing	setup TNS	0	ps
die	core area	0.0315	mm²
synth	Top cell area share	52.7	%
global_route	vias in the first global route	6402	
cts	clk slew on worst S/H paths	80	ps
global_route	met3 Use GR	8.22	%
place	DP Cell Count	1157	
cts	CTS tree	built	
final_timing	Layout Skew	21.5	ps
place	GPL Wtd Cong	0.946	
route	Routed WL	23600	µm
final_timing	WHS	523	ps
route	Routed Antenna Nets	0	
final_timing	worst-margin pin slew	865	ps
global_route	gr ovfl total	0	
synth	synthesized instance count	754	
place	dpl hpwl	16200	µm
run	OpenROAD warning count	38	
setup_path	Critical-path top delay cell	clkdlybuf4s50_1	
place	Port Buf Inserts	16	
pwr	Max VDD drop	0.000242	V
route	routed wire length per instance	19.9	µm
route	vias	6263	
route	drt pass-1 iters	5	
synth	post-synthesis average cell area	12.7	µm²
synth	most common flop cell mapped by yosys	edfxtp_1	
final_timing	fmax	0.166	GHz
final_timing	minimum clock period	6020	ps
final_timing	Max-slew headroom	42.1	%
route	initial DRC count	484	
synth	yosys stat chip area	0.00957	mm²
final_timing	Final period util	70.0	%
final_timing	Final setup violation count	0	
final_timing	Slew Viols, Final	0	
global_route	GR met1 Demand/Resource	21.0	%
die	Chip Width	181	µm
status	status	completed	
global_route	initial antenna violation count	1	
layout	share of layout cells above drive strength 1	15.8	%
route	DRC errors left	0	
final_timing	unrepaired setup endpoints after global routing	false	
pwr	P per Cell Area	374	mW/mm²
setup_path	Max FO, Critical Path	16	
place	dpl ws	2310	ps
-- report_power, final --
group          internal, W  switching (W)  total (W)
Combinational     0.000694        0.00119    0.00188
Sequential         0.00131      0.0000653    0.00138
Clock             0.000408       0.000349   0.000757
-- area by class of cell --
| class | count | area, µm² | share of cell area [%] |
|---|---|---|---|
| Timing Repair Buffer | 38 | 325 | 3.03 |
| Tap cell | 402 | 503 | 4.68 |
| Clock buffer | 17 | 425 | 3.96 |
| Sequential cell | 179 | 5260 | 48.9 |
| Multi-Input combinational cell | 509 | 3980 | 37.1 |
| Clock inverter | 15 | 146 | 1.36 |
| Inverter | 29 | 109 | 1.01 |
-- per-stage QoR --
step	power, W	utilization, %
floorplan	0.00267	-
global placement	0.00327	32.3
detailed placement	0.00328	32.3
CTS	0.00404	34.1
global route	0.00429	34.1
finish	0.00402	34.1
-- layout by cell type (no fill, tap or decap), drive strengths merged, types with 4 or more instances in the layout --
master,netlist,routed
ha,30,30
nor3,14,14
mux4,32,32
nor2,59,59
nand3b,4,4
nor4,6,6
nor2b,5,5
clkdlybuf4s50,0,16
edfxtp,168,168
clkinv,0,4
a21oi,27,27
o211ai,9,9
dfxtp,9,9
or2,4,4
a31oi,12,12
buf,28,22
nand2b,6,6
inv,29,37
o21ai,44,44
nand3,15,15
mux2,9,9
and2,5,5
a211oi,4,4
mux2i,25,25
xnor2,10,10
a22oi,19,19
o22ai,6,6
a2bb2oi,5,5
nand2,91,91
clkbuf,9,17
o21a,7,7
-- path summary, 6_finish.rpt --
kind	startpoint	slack [ps]	to
min reg2reg	cpu.PC[7]	520	cpu.PC[7]
max	read_addr[1]	2580	read_data[6]
min	cpu.PC[7]	520	cpu.PC[7]
max reg2reg	cpu.PC[1]	2690	cpu.RF.registers[0][7]
-- layer usage --
metal / vias up / wire length (µm)
met4: 0 / 490
met1: 3015 / 9660
met2: 270 / 10900
li1: 2949 / -
met5: - / 0
met3: 29 / 2600
-- state kept, by name (all words and copies together), names as in the netlist --
signal,cells
cpu.DM.memory,128
cpu.PC,8
cpu.DU.stop,1
cpu.RF.registers,32
cpu.DM.return_data,8
cpu.flags.flags,2
-- cell families (layout without fill, tap and decap cells) --
kind of cell             Yosys count  count (layout)  share of synthesized area, %
latches                            2               2                         0.314
XOR/XNOR                          13              13                          1.33
flip-flops                       177             177                          54.6
AND/OR/NAND/NOR                  224             224                          11.0
multiplexers                      66              66                          11.5
AND-OR/OR-AND                    175             175                          13.5
buffers and inverters             66              99                          3.57
adder cells (fa/ha/maj)           31              31                          4.13
-- worst register-to-register path, cell delays in order (launching register included) --
cell	delay, ps
dfxtp_1	560
inv_1	200
ha_1	440
or2_2	350
a311oi_4	370
nand3_2	170
nor2_1	300
mux2i_1	450
inv_1	150
ha_1	250
a31oi_1	250
xnor2_1	160
ha_1	300
nand3_1	100
nand2_1	50
a41o_1	220
o41ai_1	400
xnor3_1	300
nand2_1	70
mux2i_1	90
or3_1	450
Power figures rest on the tool's default switching activity, not on a simulated workload.
